## flow/config.mk

```make
export PLATFORM = sky130hd
export DESIGN_NAME = drawTVwitheye
export DESIGN_NICKNAME = drawTVwitheye
export VERILOG_FILES = /design/flow/design.v
export SDC_FILE = /design/flow/constraint.sdc
export NUM_CORES = 4
export LEC_CHECK = 1
export CORE_UTILIZATION = 40
```

## flow/constraint.sdc

```tcl
current_design drawTVwitheye

set clk_period 9.3
set clk_io_pct 0.2

create_clock -name clk0 -period $clk_period [get_ports {clkf}]

set non_clock_inputs [all_inputs -no_clocks]
set_input_delay [expr $clk_period * $clk_io_pct] -clock clk0 $non_clock_inputs
set_output_delay [expr $clk_period * $clk_io_pct] -clock clk0 [all_outputs]
```

## flow/design.v

```verilog
module drawTVwitheye (clkf, reset, x, y, llx, trx, lly, try);
	input logic clkf, reset;
	output logic [10:0] x, y;
	input logic [10:0] llx, lly, trx, try;
	logic [10:0] eye1x,eye1y,eye2x, eye2y;
	assign eye1x = (trx - llx) / 2 + 2 + llx;
	assign eye2x = (trx - llx) / 2 - 2 + llx;
	assign eye1y = (try - lly) / 2 + lly;
	always_ff @(posedge clkf) begin
		if (~reset) begin
			x <= llx;
			y <= lly;
		end
		else if (x == eye1x || x == eye2x) begin
			if (y == eye1y) y <= y + 2;
			else y <= y + 1;
		end
		else if (y < try)
			y <= y + 1;
		else if (x < trx) begin
			y <= lly;
			x <= x + 1;
		end
		else begin
			x <= llx;
			y <= lly;
		end
	end
endmodule
```

## flow/run.sh

```bash
#!/bin/bash
# OpenROAD 26Q1-2900-gdf79404cd8, Yosys 0.63+post, stock flow scripts
make -C /OpenROAD-flow-scripts/flow DESIGN_CONFIG=/design/flow/config.mk WORK_HOME=/design/flow/orfs finish
```

==> flow_metrics.py <==
# Physical implementation metrics
metrics = {
    "placement": {
        "gp_congestion": 0.861,
        "numPortBuffers": 67,
        "place_area_sq_mm": 0.00560,
        "dp_slack_ns": 1.86,
        "dpl.hpwl_um": 10000,
    },
    "global_route": {
        "grt_pass1_vias": 4160,
        "antenna_found_initial": 0,
        "grt_overflow": 0,
        "grt_pass1_wl_um": 20200,
        "track_usage_pct": 20.2,
        "grt_max_degree": 20,
    },
    "worst_setup_path": {
        "r2r_slack_ns": 5.95,
        "crit_required_ns": 9.44,
        "start_kind": "input pin",
        "cp.arrival_ns": 7.30,
        "r2r-end": "y[7]",
        "r2r-start": "x[2]",
        "worstPathMaxFanout": 19,
        "reg2regPathDepth": 9,
        "worstSetupPathType": "input pin to flip-flop",
        "worstSetupEndpointType": "flip-flop",
    },
    "clock_network": {
        "cts_tree": "done",
        "path_clk_slew_ns": 0.06,
        "cts_max_path_buffers": 2,
        "cts_resized": 0,
        "cts-root-buf": "clkbuf_16",
        "numCtsBuffers": 3,
        "clk_latency_ns": 0.25,
        "clock-sinks": 22,
        "cts_setup_buffers": 0,
        "ctsHtreeMaxLevel": 1,
        "hold_buffers": 0,
    },
    "logic_synthesis": {
        "postSynthSeqShare_pct": 11.7,
        "synth_area_per_cell_sq_um": 7.87,
        "yosys_warnings": 1,
        "syn_area_sq_mm": 0.00479,
        "synth-edff-count": 12,
        "ys.flop_type": "edfxtp_1",
        "ys.flops": 22,
        "ys_cells": 608,
        "yosys_area_sq_mm": 0.00479,
        "ys_async_sr_fraction_pct": 0,
        "ys_types": 66,
        "syn_inst": 608,
    },
    "power": {
        "pwr-share-comb_pct": 71.4,
        "switching_share_pct": 45.1,
        "p_clk_share_pct": 8.7,
        "powerDensity_mw_per_mm2": 177,
        "internal_power_mw": 0.550,
        "pwr-share-seq_pct": 19.9,
        "p_sw_mw": 0.452,
        "power.leakage_nw": 2.60,
        "vdd_drop_max_v": 0.0000849,
    },
    "route": {
        "post_drt_via_cell_ratio": 5.29,
        "drt_wl_total_um": 11700,
        "first_pass_iters": 20,
        "dr_wl_met2_um": 4820,
        "wl_per_cell_um": 14.4,
        "highest_layer": "met4",
        "drtIter0Drc": 153,
        "drc": 0,
        "vias": 4297,
        "ant_nets": 0,
        "wl_met1_um": 6220,
        "diodes": 0,
        "wl_met3_um": 617,
    },
    "hold_path": {
        "min_from": "y[1]",
        "timing.hold.worst.class": "flip-flop to flip-flop",
        "whs_endpoint": "y[1]",
        "hold_depth": 1,
    },
    "final_timing": {
        "maxSlewHeadroom_pct": 63.2,
        "finClkSkew_ns": 0.00302,
        "fin_crit_ns": 7.16,
        "rsz0062_at_grt": "false",
        "drv_slew": 0,
        "final.period_utilization_pct": 77.0,
        "finalSetupTns_ns": 0,
        "finalHoldViolCount": 0,
        "worst_slew_pin_slew_ns": 0.544,
        "setup_viol_count_final": 0,
        "setup_ws_ns": 2.14,
        "fmax_ghz": 0.140,
    },
    "job": {
        "max_cap_viol_count": 0,
        "warnings": 33,
    },
    "layout": {
        "fillCellCount": 1116,
        "fin_area_sq_mm": 0.00567,
        "synthToLayoutAreaGrowth_pct": 18.5,
        "layout-drive-gt1-share_pct": 2.09,
        "layout_top_cells": "ha_1 (88), inv_1 (80), clkdlybuf4s50_1 (67), xnor2_1 (50), nand2_1 (38)",
        "regArea_sq_um": 561,
        "lay_top_count": "ha_1",
        "final-comb-area_sq_mm": 0.00387,
        "final_util_pct": 49.3,
    },
    "die": {
        "die_h_um": 111,
        "num_io_pins": 68,
        "coreArea_sq_mm": 0.0115,
        "fp_util_pct": 41.6,
        "die_w_um": 111,
        "rows": 39,
        "chip_area_sq_mm": 0.0124,
    },
    "status": {
        "status": "finished, final reports clean",
    },
}
[flip-flops by register name, indices dropped and copies added (netlist names)]
name and count:
y 11, x 11
[metal layers]
| metal | track usage [%] | vias up |
|---|---|---|
| met2 | 30.4 | 105 |
| met5 | 0 | - |
| met4 | 1.17 | 0 |
| met1 | 32.7 | 1920 |
| li1 | - | 2266 |
| met3 | 2.49 | 6 |
[cells by family (layout without fill, tap and decap cells)]
group	after synthesis	count (layout)	share of synthesized area [%]
simple gates	160	160	17.4
fa+ha+maj	93	93	25.1
compound gates	145	145	19.9
xor+xnor	83	83	15.3
buf+inv	90	152	7.40
mux	15	15	3.16
flops	22	22	11.7
[synthesized netlist by cell type, types with 3 or more instances]
cell type | count | area (sq um)
nand3_1 | 21 | 105
a21oi_1 | 37 | 185
xor2_1 | 32 | 280
nand4_1 | 5 | 31.3
edfxtp_1 | 12 | 360
buf_4 | 3 | 22.5
o21bai_1 | 3 | 22.5
nor2b_1 | 9 | 56.3
nor2_1 | 35 | 131
a21o_1 | 14 | 105
o22ai_1 | 7 | 43.8
and2_1 | 6 | 37.5
inv_1 | 80 | 300
or3_1 | 3 | 18.8
fa_1 | 5 | 100
a211o_1 | 4 | 35.0
o21ai_0 | 18 | 90.1
nand2b_1 | 11 | 68.8
xnor2_1 | 50 | 438
a211oi_1 | 5 | 37.5
mux2i_1 | 14 | 140
ha_1 | 88 | 1100
clkbuf_1 | 4 | 15.0
o21ai_1 | 10 | 50.1
nor3_1 | 10 | 50.1
nand2_1 | 38 | 143
o21a_1 | 12 | 90.1
and3_1 | 6 | 37.5
a21boi_0 | 3 | 22.5
dfxtp_1 | 10 | 200
o211ai_1 | 7 | 52.6
[worst max path at each step]
stage	startpoint	to	slack (ns)	depth (start not counted)
after CTS	llx[2]	y[7]	2.13	22
after global routing	llx[2]	y[7]	1.77	22
final	llx[2]	y[7]	2.14	23
[through the flow]
step | total power, mW | hold WS, ns | std cells
finish | 1.00 | 0.627 | 813
global route | 1.11 | 0.655 | 813
CTS | 1.01 | 0.621 | 813
detailed placement | 0.912 | 0.603 | 810
global placement | 0.908 | 0.591 | 810
floorplan | 0.719 | 0.506 | 608
[critical path: stages]
cell and delay, ns:
clkdlybuf4s50_1 0.49, inv_1 0.09, ha_1 0.35, nor2b_1 0.14, o21ai_0 0.17, nand2_1 0.11, a21o_1 0.20, a21o_1 0.23
a21oi_1 0.17, o21bai_1 0.11, xor2_1 0.20, inv_1 0.06, ha_1 0.31, ha_1 0.26, or3_1 0.38, o21a_1 0.22
xnor2_1 0.14, and3b_1 0.19, nor4bb_1 0.32, a32o_1 0.29, nand2b_1 0.41, inv_4 0.20, a221o_1 0.38
[power groups by stage]
stage / sequential (mW) / clock, mW / combinational, mW
finish: 0.199 / 0.0870 / 0.715
global route: 0.206 / 0.0935 / 0.813
CTS: 0.202 / 0.0892 / 0.716
[layout make-up]
cell class	instances	area share, %
sequential	22	9.88
inverter	81	5.40
multi-input combinational	496	68.3
tap	143	3.15
clock buffer	3	1.32
timing repair buffer	68	12.0
Power figures rest on the tool's default switching activity, not on a simulated workload.
