**/design/flow/design.v**
```verilog
module fifo
   #(
    parameter DATA_WIDTH=8,  
              ADDR_WIDTH=4   
   )
   (
    input  logic clk, reset,
    input  logic rd, wr,
    input  logic [DATA_WIDTH-1:0] w_data,
    output logic empty, full,
    output logic [DATA_WIDTH-1:0] r_data
   );
   logic [ADDR_WIDTH-1:0] w_addr, r_addr;
   logic wr_en, full_tmp;
	assign wr_en = wr;
   assign full = full_tmp;
   fifo_ctrl #(.ADDR_WIDTH(ADDR_WIDTH)) c_unit
      (.*, .full(full_tmp));
   reg_file 
      #(.DATA_WIDTH(DATA_WIDTH), .ADDR_WIDTH(ADDR_WIDTH)) f_unit (.*);
endmodule
module fifo_ctrl
   #(
    parameter ADDR_WIDTH=4   
   )
   (
    input  logic clk, reset,
    input  logic rd, wr,
    output logic empty, full,
    output logic [ADDR_WIDTH-1:0] w_addr,
    output logic [ADDR_WIDTH-1:0] r_addr
   );
   logic [ADDR_WIDTH-1:0] w_ptr_logic, w_ptr_next, w_ptr_succ;
   logic [ADDR_WIDTH-1:0] r_ptr_logic, r_ptr_next, r_ptr_succ;
   logic full_logic, empty_logic, full_next, empty_next;
   always_ff @(posedge clk, posedge reset)
      if (reset)
         begin
            w_ptr_logic <= 0;
            r_ptr_logic <= 0;
            full_logic <= 1'b0;
            empty_logic <= 1'b1;
         end
      else
         begin
            w_ptr_logic <= w_ptr_next;
            r_ptr_logic <= r_ptr_next;
            full_logic <= full_next;
            empty_logic <= empty_next;
         end
   always_comb 
   begin
      w_ptr_succ = w_ptr_logic + 1;
      r_ptr_succ = r_ptr_logic + 1;
      w_ptr_next = w_ptr_logic;
      r_ptr_next = r_ptr_logic;
      full_next = full_logic;
      empty_next = empty_logic;
      unique case ({wr, rd})
         2'b01:  
            if (~empty_logic)  
               begin
                  r_ptr_next = r_ptr_succ;
                  full_next = 1'b0;
                  if (r_ptr_succ==w_ptr_logic)
                     empty_next = 1'b1;
               end
         2'b10:  
            if (~full_logic)  
               begin
                  w_ptr_next = w_ptr_succ;
                  empty_next = 1'b0;
                  if (w_ptr_succ==r_ptr_logic)
                     full_next = 1'b1;
               end
         2'b11:  
            begin
               w_ptr_next = w_ptr_succ;
               r_ptr_next = r_ptr_succ;
            end
         default: ;   
      endcase
   end
   assign w_addr = w_ptr_logic;
   assign r_addr = r_ptr_logic;
   assign full = full_logic;
   assign empty = empty_logic;
endmodule
module reg_file
   #(
    parameter DATA_WIDTH = 8,  
              ADDR_WIDTH = 2   
   )
   (
    input  logic clk,
    input  logic wr_en,
    input  logic [ADDR_WIDTH-1:0] w_addr, r_addr,
    input  logic [DATA_WIDTH-1:0] w_data,
    output logic [DATA_WIDTH-1:0] r_data
   );
   logic [DATA_WIDTH-1:0] array_reg [0:2**ADDR_WIDTH-1];
   always_ff @(posedge clk)
      if (wr_en)
         array_reg[w_addr] <= w_data;
   assign r_data = array_reg[r_addr];
endmodule
```
**/design/flow/run.sh**
```bash
#!/bin/bash
# OpenROAD 26Q1-2900-gdf79404cd8, Yosys 0.63+post, stock flow scripts
make -C /OpenROAD-flow-scripts/flow DESIGN_CONFIG=/design/flow/config.mk WORK_HOME=/design/flow/orfs finish
```
**/design/flow/config.mk**
```make
export PLATFORM = sky130hd
export DESIGN_NAME = fifo
export DESIGN_NICKNAME = fifo
export VERILOG_FILES = /design/flow/design.v
export SDC_FILE = /design/flow/constraint.sdc
export NUM_CORES = 4
export LEC_CHECK = 1
export CORE_UTILIZATION = 40
```
**/design/flow/constraint.sdc**
```tcl
current_design fifo

set clk_period 6.6
set clk_io_pct 0.2

create_clock -name clk0 -period $clk_period [get_ports {clk}]

set non_clock_inputs [all_inputs -no_clocks]
set_input_delay [expr $clk_period * $clk_io_pct] -clock clk0 $non_clock_inputs
set_output_delay [expr $clk_period * $clk_io_pct] -clock clk0 [all_outputs]
```
==> impl_metrics.ini <==
; flow metrics
[cells_and_area]
most-common-layout-cells = sky130_fd_sc_hd__edfxtp_1 (128), sky130_fd_sc_hd__mux2i_1 (32), sky130_fd_sc_hd__clkdlybuf4s50_1 (21)
largest_register_ff_count = 128
drive_above_1_share_pct = 16.90
layout_top_cell_excl_fill_tap = sky130_fd_sc_hd__edfxtp_1
finalCoreUtilization_pct = 47.70
syn2layout_area_growth_pct = 16.41

[clocking]
cts_max_level = 4
cts-root-to-sink-buffers = 2
cts-hold-fix-buffers = 0
cts_sinks = 138
post_cts_resize_count = 0
post-cts-setup-buffer-count = 0
cts_clock_pin_slew_for_the_worst_setup_and_hold_paths_ns = 0.05
inserted_clock_buffers = 17
cts_tree = built
cts_root_buffer = sky130_fd_sc_hd__clkbuf_16
clk_latency_ns = 0.40

[placement]
dp_worst_setup_slack_ns = 3.109
place.gp.congestion = 0.8718
detailed_place_hpwl_mm = 7.078
place.port_buffers = 21

[synth]
ys_chip_area_um2 = 5688
syn_area_um2 = 5688
yosys_cells = 311
ys.flops = 138
yosysUniqueCellTypes = 35
count_of_mapped_cells_out_of_synthesis = 311
synth-seq-area-share_pct = 72.00
yosys_warnings = 2
avgSynthCellArea_um2 = 18.29

[timing]
timing_worst_slew_pin_value_ns = 0.6621
finalWorstSetupSlack_ns = 2.721
timing.max_slew.rel_slack_pct = 55.47
fin_skew_ns = 0.004389
finalCriticalPeriod_ns = 3.879
grt_setup_unrepaired = no
maxClockFrequency_ghz = 0.2578
report.final.setup_viol = 0
fin_worst_hold_slack_ns = 0.5152
period_used_pct = 58.78
finalSetupTns_ns = 0
hold_violation_total_from_the_final_report = 0
slew_violations = 0

[setup_path]
rr_startpoint = c_unit.w_ptr_logic[0]$_DFFE_PP0P_
timing.critical_path.required_ns = 5.28
worst-endpoint-arrival_ns = 2.56
worstPathMaxFanout = 29
ff2ff_setup_slack_ns = 4.77
worst_r2r_endpoint = c_unit.full_logic$_DFFE_PP0P_
endpoint_kind = output port
worst_setup_path_start_kind = flop
worst-r2r-cell-count = 5
worstSetupPathType = flop to output port

[route]
final_antenna_net_count = 0
wl_per_cell_um = 20.82
met2WireLength_mm = 5.232
top_layer = met4
routed_wire_length_mm = 11.14
number_of_detailed_route_iterations_in_the_first_pass = 4
vias = 2874
post_route_drc = 0
dr.first_iter.drc_count = 182
vias_per_cell = 5.372
detail_route.antenna_diodes = 0
met1_wire_length_mm = 4.815
met3_wirelength_um = 988

[min_path]
min-delay-path-class = flop to flop
min_delay_worst_endpoint = c_unit.empty_logic$_DFFE_PP1P_
hold_start = c_unit.empty_logic$_DFFE_PP1P_
min_delay_path_depth = 2

[global_route]
grt_antenna_before_repair = 0
grt_start_max_net_pins = 30
grt_remaining_overflow = 0
grt_pass1_vias = 2964
global_route_usage_over_all_layers_pct = 17.83
wire_length_of_the_first_global_routing_pass_mm = 17.34

[pwr]
ir_worst_vdd_v = 0.0002394
pwr_density_cell_nw_per_um2 = 446.9
power_leakage_nw = 2.286

[floorplan]
die-height_um = 121.2
floorplan.rows = 43
num_io_pins = 22
floorplan.initialDensity_pct = 40.98
core_area_um2 = 13880
die-area_um2 = 14700
die_w_um = 121.2

[status]
result_of_the_run = complete, no violations

[run]
max_cap_violations = 0
openroad_warnings = 28
[stage by stage]
| stage | cell area [um^2] | total power, W | cells |
|---|---|---|---|
| 6_report | 6621 | 0.002959 | 535 |
| 4_1_cts | 6621 | 0.002997 | 535 |
| 3_5_place_dp | 6055 | 0.002087 | 503 |
| 2_1_floorplan | 5688 | 0.001796 | 311 |
| 5_1_grt | 6621 | 0.003119 | 535 |
| 3_3_place_gp | 6055 | 0.002080 | 503 |
[per-layer routing]
layer	vias up	global-route usage, %
met4	0	1.929
met2	112	25.46
met3	11	8.685
li1	1301	-
met5	-	0
met1	1450	28.13
[kinds of logic (layout without fill, tap and decap cells)]
group	count (synthesis)	after routing	synth area share (%)
flops	138	138	72.00
mux	50	50	12.36
simple gates	41	41	3.740
compound gates	39	39	5.763
buf+inv	23	67	2.728
xor+xnor	15	15	2.310
fa+ha+maj	5	5	1.100
[final cells by class]
| type | count | area (um^2) |
|---|---|---|
| sequential | 138 | 4096 |
| fill | 1146 | 7259 |
| tap | 180 | 225.2 |
| timing repair buffer | 28 | 262.8 |
| clock inverter | 12 | 130.1 |
| multi-input combinational | 150 | 1444 |
| inverter | 7 | 26.28 |
| clock buffer | 20 | 436.7 |
[worst max-delay path, stage by stage (launching register included)]
cell                              delay, ns
sky130_fd_sc_hd__dfrtp_2               0.35
sky130_fd_sc_hd__buf_4                 0.41
sky130_fd_sc_hd__mux2i_1               0.17
sky130_fd_sc_hd__a221oi_1              0.48
sky130_fd_sc_hd__o21ai_0               0.16
sky130_fd_sc_hd__nand2_1               0.11
sky130_fd_sc_hd__clkdlybuf4s50_1       0.46
[synthesized netlist by cell type (all sizes together)]
library cell	n	area (um^2)
o41ai	1	8.760
xnor2	6	52.55
dfstp	1	26.28
ha	5	62.56
edfxtp	128	3844
nor2b	1	6.260
nand3	2	10.01
and2	14	90.09
nand2	13	48.80
xor2	9	78.83
inv	7	26.28
mux2i	32	320.3
nor3	3	15.01
o31ai	2	15.01
a22oi	8	60.06
buf	13	117.6
clkbuf	3	11.26
nor4	1	6.260
dfrtp	9	225.2
or4	1	7.510
and2b	1	7.510
mux2	2	22.52
mux4	16	360.4
a221oi	16	177.7
and3	1	6.260
a2bb2oi	1	8.760
nor2	4	15.01
a21boi	1	7.510
o21ai	10	50.05
[where the power goes]
group / total [W] / switching [W] / internal (W)
clock: 0.000903 / 0.000319 / 0.000584
sequential: 0.00114 / 0.0000710 / 0.00107
combinational: 0.000919 / 0.000482 / 0.000437
total: 0.00296 / 0.000872 / 0.00209
[worst max path at each step]
stage | to | slack (ns) | from
6_report | r_data[3] | 2.72 | c_unit.r_ptr_logic[0]$_DFFE_PP0P_
4_1_cts | r_data[3] | 2.67 | c_unit.r_ptr_logic[0]$_DFFE_PP0P_
5_1_grt | r_data[3] | 2.48 | c_unit.r_ptr_logic[0]$_DFFE_PP0P_
Power and IR drop assume default switching activity.
